==> ./design.v <==
module EXE_stage(
        input wire clk,
        input wire multu_enE,
        input wire jr_selE,
        input wire [1:0] super_selE,
        input wire branchE,
        input wire dm2regE,
        input wire jumpE,
        input wire we_dmE,
        input wire jal_selE,
        input wire we_regE,
        input wire [31:0] pc_plus_4E,
        input wire [31:0] btaE, 
        input wire [31:0] alu_paE,
        input wire [63:0] alu_outE,
        input wire zeroE,
        input wire [31:0] wd_dmE,
        input wire [31:0] shiftyE,
        input wire [31:0] jtaE,
        input wire [4:0] rf_waE,
        input wire [31:0] HI_qE,
        input wire [31:0] LO_qE,
        output reg multu_enM,
        output reg jr_selM,
        output reg [1:0] super_selM,
        output reg branchM,
        output reg dm2regM,
        output reg jumpM,
        output reg we_dmM,
        output reg jal_selM,
        output reg we_regM,
        output reg [31:0] pc_plus_4M,
        output reg [31:0] btaM, 
        output reg [31:0] alu_paM,
        output reg [63:0] alu_outM,
        output reg zeroM,
        output reg [31:0] wd_dmM,
        output reg [31:0] shiftyM,
        output reg [31:0] jtaM,
        output reg [4:0] rf_waM,
        output reg [31:0] HI_qM,
        output reg [31:0] LO_qM
);
    always@(posedge clk)begin
        multu_enM <= multu_enE;
        jr_selM <= jr_selE;
        super_selM <= super_selE;
        branchM <= branchE;
        dm2regM <= dm2regE;
        jumpM <= jumpE;
        we_dmM <= we_dmE;
        jal_selM <= jal_selE;
        we_regM <= we_regE;
        pc_plus_4M <= pc_plus_4E;
        btaM <= btaE;
        alu_paM <= alu_paE;
        alu_outM <= alu_outE;
        zeroM <= zeroE;
        wd_dmM <= wd_dmE;
        shiftyM <= shiftyE;
        jtaM <= jtaE;
        rf_waM <= rf_waE;
        HI_qM <= HI_qE;
        LO_qM <= LO_qE;
    end
endmodule
==> ./run.sh <==
#!/bin/bash
# OpenROAD 26Q1-2900-gdf79404cd8, Yosys 0.63+post, stock flow scripts
make -C /OpenROAD-flow-scripts/flow DESIGN_CONFIG=/design/flow/config.mk WORK_HOME=/design/flow/orfs finish
==> ./config.mk <==
export PLATFORM = sky130hd
export DESIGN_NAME = EXE_stage
export DESIGN_NICKNAME = EXE_stage
export VERILOG_FILES = /design/flow/design.v
export SDC_FILE = /design/flow/constraint.sdc
export NUM_CORES = 4
export LEC_CHECK = 1
export CORE_AREA = 10 10 263 263
export DIE_AREA = 0 0 273 273
==> ./constraint.sdc <==
current_design EXE_stage

set clk_period 1.0
set clk_io_pct 0.2

create_clock -name clk0 -period $clk_period [get_ports {clk}]

set non_clock_inputs [all_inputs -no_clocks]
set_input_delay [expr $clk_period * $clk_io_pct] -clock clk0 $non_clock_inputs
set_output_delay [expr $clk_period * $clk_io_pct] -clock clk0 [all_outputs]
==> design notes <==
The timing report gives the clock slew at the launch and capture registers of the worst setup and hold paths as 60 ps. The worst hold path stage count was 1. The run reported a max-capacitance violation count of 0.

In this run, the number of DRC markers left after iteration 0 of detailed routing was 99. The number of endpoints failing setup at the final stage is 336. The kind of cell with the highest combined delay along the critical path is flip-flops.

STA classifies the critical path startpoint as a register. Entering global routing, the biggest net connects 14 pins. The routability-driven placement congestion ratio is 0.8370.

The arrival time reported for the critical path endpoint is 980 ps, and the measured slew at the worst slew-check pin is 202.6 ps. The via count of the routed design was 5169; the multi-input combinational cell count was 0. The flow ran to the end, but the final reports show violations. In the final report, the number of hold violations comes to 0. With the core footprint at 63200 um^2, the final critical-path setup slack is -176.2 ps. The area added between synthesis and finish is 109.3%, and the yosys synthesis warning count is 1. The final critical path takes up 117.6% of the cycle. The effective utilization at floorplan came out at 10.64%. The detailed router reported a total wirelength of 30130 um. The run gives 24950 um as the placed wire-length estimate after detailed placement.

The worst setup path is captured at a primary output. The checks that failed: negative setup slack. The pre-antenna-repair detailed-routing pass consisted of 4 iterations. With the combined buffer and inverter count along the critical path at 1, the H-tree depth is 2. The final timing report lists a max-slew violation count of 0. The tally of buffers added on design ports came out at 672. Setup repair after global routing could not meet its margin everywhere. The run gives 0 for the hold buffer count at CTS. The library cell contributing the largest single delay on the critical path is dfxtp_2.

The kind of path behind the tightest hold check was in -> reg. The final standard cell utilization of the core was 22.28%; the number of buffers on the longest clock path was 3. The number of register bits inferred by synthesis is 336, and the number of distinct library cells after synthesis is 1. The cell type that accounts for the most area after synthesis is dfxtp_1. According to the I/O placement log, the pin count is 673. For this sky-water flow run, the detailed-routed wirelength per cell is reported as 15.73 um.

Counting the buffers created by CTS gives 36. The endpoint of the worst hold path is reported as alu_outM[19]. The floorplan step defined a die boundary enclosing 74530 um^2.

The yosys stat cell total is 336, and the post-detailed-route DRC marker count is 0. For the number of filler cells placed in the layout, the log shows 6684. The synthesis report lists the most area-consuming cells as dfxtp_1 100%. The portion of synthesized cell area occupied by the leading cell type is 100.0%, and the required arrival time at the worst endpoint is 800 ps. For this design, the sink count on the clock tree is 336.

Summed over all failing endpoints, the final setup total negative slack is -41820 ps. Synthesis produced 336 cells. Row generation in the floorplan step produced 92 rows. In this run the mean area of a mapped cell was 20.02 um^2. The clock period minus worst slack is 1176 ps. The total setup buffers inserted after CTS was 0; the via-per-instance ratio was 2.698. Clock tree synthesis selected as its root buffer the cell clkbuf_16.

The total power per unit cell area works out to 2043 nW/um^2. The total overflow left after global routing is 0. Per the OpenROAD floorplan log, the height of the die is 273 um.

Per the detailed placement report, the placed cell area equals 14520 um^2. TritonCTS built the clock tree. After synthesis, flip-flops and latches occupy 100.0% of the total area. The global-route wire length before repair is 41090 um. Per STA, the worst path is made up of buf_6.

The logs give 5757 for the number of global-route vias before repair and 6726 um^2 for the cell area after synthesis. The run gives 42.28% for the fraction of final layout cells sized beyond drive strength 1. The maximum fanout encountered on the critical timing path was 1. From left edge to right edge, the die measures 273 um. Across all checked pins, the minimum headroom to the slew limit is 86.45%.

The final design area excluding fillers is 14080 um^2. The stat command in Yosys gives a chip area of 6726 um^2. The number of warnings reported in the stage logs is 27. The largest single stage delay on the critical path is 320 ps. The worst VDD IR drop from the latest analysis is 1323 uV. The tools report the critical hold path startpoint as alu_outE[19].

Residual antenna-violating net count after detailed routing: 0. The power after layout came out at 0.02877 W. The highest attainable clock frequency is 850.2 MHz. The global routing usage summed across all routing layers was 7.552%. The kind of critical path is reg -> out. In this run the static leakage power is 6.028 nW. The logs give 0 um^2 for the combined area of the multi-input logic cells and 3 for the initial antenna violation count.
[layout by cell type (no fill, tap or decap), drive strengths merged]
| master | synthesis | routed |
|---|---|---|
| dfxtp | 336 | 336 |
| bufinv | 0 | 1 |
| clkdlybuf4s50 | 0 | 336 |
| clkbuf | 0 | 51 |
| clkinv | 0 | 3 |
| buf | 0 | 338 |
| diode | 0 | 1 |
| clkinvlp | 0 | 4 |
[layout make-up]
| cell class | count | area, um^2 | share of cell area (%) |
|---|---|---|---|
| antenna | 1 | 2.502 | 0.01777 |
| sequential | 336 | 6807 | 48.34 |
| clock inverter | 8 | 75.07 | 0.5331 |
| timing repair buffer | 674 | 5110 | 36.29 |
| tap | 846 | 1059 | 7.517 |
| clock buffer | 51 | 1028 | 7.304 |
[sequential cells by signal, summed over array words and instances (netlist names), 2 cells and up]
signal	cells
alu_outM	64
HI_qM	32
LO_qM	32
alu_paM	32
btaM	32
jtaM	32
pc_plus_4M	32
shiftyM	32
wd_dmM	32
rf_waM	5
super_selM	2
[synthesized netlist by cell type, drive strengths merged]
| library cell | number |
|---|---|
| dfxtp | 336 |
[worst max-delay path by stage]
| stage | startpoint | cells past startpoint | endpoint | slack, ps |
|---|---|---|---|---|
| CTS | LO_qM[31] | 1 | LO_qM[31] | -240 |
| global route | LO_qM[31] | 1 | LO_qM[31] | -230 |
| finish | LO_qM[31] | 1 | LO_qM[31] | -180 |
[logic make-up after synthesis]
kind of cell	synth area share [%]
flops	100.0
[stage by stage]
stage	std cells	hold slack, ps	setup slack (ps)
after floorplan	336	227.7	538.5
after CTS	1915	58.14	-236.3
after detailed placement	1856	651.7	-47.88
after global placement	1856	648.4	-29.19
final	1916	106.2	-176.2
after global routing	1915	71.60	-231.3
[layer usage]
layer | wire length, um | track usage, %
met1 | 9831 | 7.606
met2 | 15120 | 12.94
met3 | 4367 | 4.696
met4 | 804 | 1.846
met5 | 10 | 0
[power by group]
group	switching, W	internal [W]
registers	0.000158	0.0141
clock network	0.00506	0.00738
logic	0.000436	0.00160
total	0.00565	0.0231
[timing repair]
action                                 in CTS  in global routing
cloned                                      0                  0
resized                                  1140                 34
pin swaps                                   0                  0
endpoints found under the hold margin       0                  0
setup endpoints to repair                 336                336
No activity file was given, so power comes from the tool's default toggle rates.
