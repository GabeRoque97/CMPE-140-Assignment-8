<file path="/design/flow/constraint.sdc">
current_design Factorial

set clk_period 14.1
set clk_io_pct 0.2

create_clock -name clk0 -period $clk_period [get_ports {clk}]

set non_clock_inputs [all_inputs -no_clocks]
set_input_delay [expr $clk_period * $clk_io_pct] -clock clk0 $non_clock_inputs
set_output_delay [expr $clk_period * $clk_io_pct] -clock clk0 [all_outputs]
</file>
<file path="/design/flow/config.mk">
export PLATFORM = sky130hd
export DESIGN_NAME = Factorial
export DESIGN_NICKNAME = Factorial
export VERILOG_FILES = /design/flow/design.v
export SDC_FILE = /design/flow/constraint.sdc
export NUM_CORES = 4
export LEC_CHECK = 1
export CORE_UTILIZATION = 30
</file>
<file path="/design/flow/design.v">
`timescale 1ns / 1ps
module Factorial(
    input wire clk, go, rst,
    input wire [31:0] n,
    output wire [31:0] result,
    output wire done, Error
    );
    wire [6:0] internal;
    Factorial_CU CU(
        .Go(go), 
        .clk(clk), 
        .GT_flag(internal[5]), 
        .inError(internal[6]),
        .Load_count(internal[0]),
        .Load_reg(internal[1]),
        .EN(internal[2]),
        .sel(internal[3]),
        .sel2(internal[4]),
        .done(done), 
        .Error(Error)
    ); 
    Factorial_DP DP(
        .n(n),   
        .result(result),
        .clk(clk),
        .rst(rst),
        .Load_count(internal[0]),
        .Load_reg(internal[1]),
        .EN(internal[2]),
        .sel(internal[3]),
        .sel2(internal[4]),
        .GT_flag(internal[5]),
        .error_flag(internal[6])
    );
endmodule
`timescale 1ns / 1ps
module Mux(
    input wire [31:0] in1, in0,  
    input sel,                   
    output reg [31:0] Z          
    );
    always@(*) begin 
        if (sel == 'b0) Z = in0;   
        if (sel == 'b1) Z = in1;   
    end
endmodule
module GT_CMP(
    input wire [31:0] A, B,      
    output reg GT                
    );
    always@(*) begin
    GT = A > B;      
    end
endmodule
module Load_Reg(
    input wire[31:0] D,
    input wire Load_reg,
    input wire CLK,
    input wire rst, 
    output reg [31:0] Q
    );
    always@(posedge CLK, posedge rst) begin
    if(rst) Q <= 0; 
    else if(Load_reg) Q <= D;
    else Q <= Q;
    end
endmodule
module MUL(
    input wire [31:0] X, Y,      
    output reg [31:0] Z          
    );
    always@(*) begin
    Z <= X * Y;      
    end
endmodule
module Decrementer(
    input wire [31:0] D,
    input wire Load_count,
    input wire EN,
    input wire CLK,
    output reg [31:0] Q
    );
    reg [31:0] count;
    always@(posedge CLK) begin
    if(EN & Load_count) count <= D;
    else if(EN)
        if(count > 0)count <= count-1;
        else count <= 0;
    else count <= count;
    Q <= count;
    end
endmodule
`timescale 1ns / 1ps
module Factorial_CU(
    input wire Go, clk, 
    input wire GT_flag, inError,
    output wire Error, 
    output reg Load_count, Load_reg, EN, sel, sel2, 
    output reg done
    );
    reg [2:0] current_state, next_state;
    assign Error = inError; 
    always@(current_state, Go, GT_flag, inError) begin
        case (current_state)
            'b000: begin 
                   if (inError | ~Go) next_state <= 'b000;
                   else              next_state <= 'b001;
                   end
            'b001: next_state <= 'b010;
            'b010: next_state <= 'b011;  
            'b011: begin
                   if (GT_flag) next_state <= 'b100;
                   else         next_state <= 'b110;
                   end 
             'b100: next_state <= 'b101;
             'b101:begin
                   if (GT_flag) next_state <= 'b100;
                   else         next_state <= 'b110;
                   end 
             'b110: next_state <= 'b000; 
             default: next_state <= 'b000; 
        endcase
     end 
    always@(posedge clk) begin
        current_state <= next_state; 
    end
    always@(current_state) begin
        case (current_state)
            'b000: begin     
                   Load_count <= 0;
                   EN <= 0;
                   Load_reg <= 0; 
                   sel <= 1;
                   sel2 <= 0;
                   done <= 0; 
                   end 
            'b001: begin     
                   Load_count <= 1;
                   EN <= 1;
                   Load_reg <= 1; 
                   sel <= 1;
                   sel2 <= 0;
                   done <= 0; 
                   end 
            'b010: begin     
                   Load_count <= 0;
                   EN <= 0;
                   Load_reg <= 0; 
                   sel <= 1;
                   sel2 <= 0;
                   done <= 0; 
                   end 
            'b011: begin     
                   Load_count <= 0;
                   EN <= 0;
                   Load_reg <= 0; 
                   sel <= 1;
                   sel2 <= 0;
                   done <= 0; 
                   end
            'b100: begin     
                   Load_count <= 0;
                   EN <= 1;
                   Load_reg <= 1; 
                   sel <= 0;
                   sel2 <= 0;
                   done <= 0; 
                   end 
            'b101: begin     
                   Load_count <= 0;
                   EN <= 0;
                   Load_reg <= 0; 
                   sel <= 0;
                   sel2 <= 0;
                   done <= 0; 
                   end 
            'b110: begin     
                   Load_count <= 0;
                   EN <= 0;
                   Load_reg <= 0; 
                   sel <= 0;
                   sel2 <= 1;
                   done <= 1;
                   end
        endcase
    end
endmodule
`timescale 1ns / 1ps
module Factorial_DP(
    input   wire [31:0] n,    
    output  wire [31:0] result,
    input   wire clk, rst,
    input   wire Load_count,
    input   wire Load_reg,
    input   wire EN,
    input   wire sel,
    input   wire sel2,
    output  wire GT_flag,
    output  wire error_flag
    );
    wire [31:0] Mux1Z_LoadRegD;
    wire [31:0] LoadRegQ_MulY;
    wire [31:0] MulZ_Mux2in1_Mux1in0;
    wire [31:0] DecramenterQ_GT_CMPA_MULX;
    Decrementer Decrementer(
    .Load_count(Load_count),
    .EN(EN),
    .CLK(clk),
    .D(n),
    .Q(DecramenterQ_GT_CMPA_MULX)
    );
    GT_CMP GT_CMP2(
    .A(n),
    .B('b1100),
    .GT(error_flag)
    );
    GT_CMP GT_CMP(
    .A(DecramenterQ_GT_CMPA_MULX),
    .B('b1),
    .GT(GT_flag)
    );
    Mux Mux1(
    .in0(MulZ_Mux2in1_Mux1in0),
    .in1('b1),
    .sel(sel),
    .Z(Mux1Z_LoadRegD)
    );
    Load_Reg Load_Reg(
    .D(Mux1Z_LoadRegD),
    .Load_reg(Load_reg),
    .CLK(clk),
    .rst(rst),
    .Q(LoadRegQ_MulY)
    );
    MUL MUL(
    .X(DecramenterQ_GT_CMPA_MULX),
    .Y(LoadRegQ_MulY),
    .Z(MulZ_Mux2in1_Mux1in0)
    );
    Mux Mux2(
    .in0('b0),
    .in1(LoadRegQ_MulY),
    .Z(result),
    .sel(sel2)
    );
endmodule
</file>
<file path="/design/flow/run.sh">
#!/bin/bash
# OpenROAD 26Q1-2900-gdf79404cd8, Yosys 0.63+post, stock flow scripts
make -C /OpenROAD-flow-scripts/flow DESIGN_CONFIG=/design/flow/config.mk WORK_HOME=/design/flow/orfs finish
</file>
==> Slide: Implementation Results <==
Implementation Results

Status
  – Status: finished clean

Final timing
  – Setup TNS Final: 0 ns
  – Worst slew pin tran: approximately 0.94 ns
  – Slew headroom: a little under two fifths
  – RSZ-0062 raised after global routing: false
  – Max Fclk: 0.136 GHz
  – Endpoints left unconstrained: 37
  – Final hold slack: ~0.41 ns
  – Endpoints failing setup: 0
  – Worst Setup Slack, final: just under 7 ns
  – Register pins left without a clock: 4
  – Layout Skew: around 0.012 ns
  – Cycle use final: between 50% and 60%
  – Max Slew Vio Count: 0
  – Hold Fails Final Rpt: 0
  – Clock period minus worst slack: between 7 and 8 ns

Detailed routing
  – DRC: 0
  – Post-Route WL: 55.5 mm
  – Wirelength per Cell: roughly 18 um
  – DRT antenna net count: 0
  – DRT iter0 DRCs: roughly 600
  – Drt via density: between 4 and 5
  – Vias: 14300
  – Total iterations of the first detailed-routing run: 5

Logic synthesis
  – Syn avg cell area: approximately 9.4 um2
  – Yosys cell count: between 2000 and 2500
  – Most common reg cell: dfxtp_1
  – Unique cell types: about 67
  – Chip area in the Yosys report: ~20000 um2
  – Cells after Synth: 2142
  – Post-Synthesis Cell Area: between 20000 and 25000 um2
  – Number of enable flip-flop cells: 32
  – Asr flop ratio synth: just over 30%
  – Syn. warnings: 6
  – Flops & latches, synth: around 100

Global route
  – First-pass GRT wire length: 89.8 mm
  – Gr ovfl total: 0
  – Tot GR Track Use: around 18%
  – Number of global-route vias before repair: between 15000 and 20000
  – Largest net degree at the start of global routing: 36
  – Antenna violations before repair: 2

Critical path
  – Worst R2R Start: DP.Decrementer.Q[2]$_DFF_P_
  – Setup crit start: DP.Decrementer.Q[2]$_DFF_P_
  – Worst Path Required: between 10 and 15 ns
  – Crit Path Class: reg2reg
  – Endpoint type of the worst setup path: register
  – Crit path max fanout: 17
  – WP data arrival: between 7 and 8 ns
  – Crit start category: register

Run
  – Max-cap viol count: 0
  – Log Warnings: 25

Power and ir drop
  – Flop pwr share: 52.3%
  – Power density over the cells: 25.4 nW/um2
  – Leak Pwr: around 10 nW
  – Overall power: about 560 uW
  – Clock share of power: between 40% and 50%
  – Sw frac: about a fifth
  – Combinational Power Share: 2.5%
  – Internal Power: ~440 uW
  – VDD IR max: ~0.000064 V
  – Sw Pwr: 119 uW

Clock tree
  – Clock latency (worst-skew pair): around 0.36 ns
  – Max Root-Sink Buffers: 2
  – CTS tree: yes
  – Post-CTS Setup Bufs: 0
  – Clk root buf: clkbuf_16
  – CTS resizes: 0
  – H-tree levels: 3
  – Clock slew at reported path FFs: roughly 0.08 ns
  – CTS Hold Bufs: 0
  – TritonCTS Buffers: 9

Placement
  – IO buf count: about 68
  – Worst slack at placement: 6.71 ns
  – DP HPWL: just over 40 mm
  – Placer congestion estimate: a little over 0.9

Floorplan
  – Horiz. Die Dim: around 260 um
  – DIE HEIGHT: ~260 um
  – DIE AREA: 68300 um2
  – Pre-Place Util: 30.5%
  – I/O pins: around 69
  – Core Region: between 60000 and 70000 um2
  – Site Rows: about 94

Min path
  – Min-delay src: DP.Decrementer.count[1]$_DFFE_PP_
  – Hold WC Path Type: reg2reg

Finish
  – Share of cells above drive strength 1: approximately 4.7%
  – Number of fill cells: between 6000 and 7000
  – Layout area overhead: 9.50%
[power groups by stage]
stage                 clock, mW  combinational [mW]  sequential [mW]
after global routing      0.271              0.0152            0.293
after CTS                 0.260              0.0143            0.293
final                     0.254              0.0141            0.293
[per-layer routing]
metal,wire length [um],global-route usage (%)
met1,23300,25.5
met2,25000,27.4
met3,5870,7.23
met4,1380,3.26
met5,0,1.46
[through the flow]
step	cells	util [%]	area, um2
4_1_cts	3019	33.4	22100
2_1_floorplan	2142	-	20200
3_3_place_gp	3003	32.9	21800
5_1_grt	3019	33.4	22100
3_5_place_dp	3003	32.9	21800
6_report	3020	33.4	22100
[layout make-up]
class / instances / area, um2 / area share [%]
Clock buffer: 10 / 229 / 1.04
Tap cell: 864 / 1080 / 4.90
Sequential cell: 103 / 2520 / 11.4
Clock inverter: 6 / 72.6 / 0.329
Inverter: 400 / 1500 / 6.80
Multi-Input combinational cell: 1524 / 15700 / 70.9
Antenna cell: 1 / 2.50 / 0.0113
Timing Repair Buffer: 112 / 1010 / 4.58
[sequential cells by signal, summed over array words and instances, names as in the netlist]
register and count:
CU.EN 1, DP.Decrementer.Q 32, CU.Load_count 1, CU.current_state 3, CU.sel 1, DP.Decrementer.count 32, DP.Load_Reg.Q 32, CU.done 1
[placed cells by master, fill, tap and decap left out, types with 6 or more instances in the layout]
| cell type | n |
|---|---|
| xnor2_1 | 76 |
| dfrtp_1 | 32 |
| o21ai_2 | 30 |
| fa_1 | 408 |
| and2_1 | 343 |
| nand3_1 | 11 |
| xor2_1 | 26 |
| nor4_1 | 20 |
| clkdlybuf4s50_1 | 68 |
| nor3_1 | 16 |
| a21o_1 | 6 |
| ha_1 | 124 |
| nand4_1 | 6 |
| nor2_1 | 29 |
| edfxtp_1 | 32 |
| dfxtp_1 | 35 |
| clkbuf_16 | 9 |
| nand2_1 | 277 |
| buf_4 | 44 |
| o21ai_0 | 18 |
| a21oi_1 | 22 |
| a22o_1 | 15 |
| inv_1 | 400 |
| o21a_1 | 8 |
[worst paths after layout]
path / depth (start not counted) / slack [ns] / end
max: 20 / 6.74 / DP.Load_Reg.Q[31]$_DFFE_PP0P_
min: 0 / 0.41 / DP.Decrementer.Q[1]$_DFF_P_
max reg2reg: 20 / 6.74 / DP.Load_Reg.Q[31]$_DFFE_PP0P_
min reg2reg: 0 / 0.41 / DP.Decrementer.Q[1]$_DFF_P_
max in group asynchronous: 3 / 10.87 / DP.Load_Reg.Q[0]$_DFFE_PP0P_
min in group asynchronous: 3 / 2.90 / DP.Load_Reg.Q[14]$_DFFE_PP0P_
[Yosys cell counts (3+ instances only)]
| cell type | instances | area share [%] |
|---|---|---|
| dlxtn_1 | 4 | 0.30 |
| nand3_1 | 11 | 0.27 |
| nor4_1 | 20 | 0.62 |
| and3_1 | 5 | 0.16 |
| a32o_1 | 5 | 0.25 |
| or4_1 | 4 | 0.15 |
| nand4_1 | 6 | 0.19 |
| o21ai_0 | 18 | 0.45 |
| xor2_1 | 26 | 1.1 |
| dfxtp_1 | 35 | 3.5 |
| o21ai_2 | 30 | 1.3 |
| o31ai_1 | 5 | 0.19 |
| inv_1 | 400 | 7.4 |
| nand2_1 | 277 | 5.2 |
| fa_1 | 408 | 41 |
| nand2b_1 | 4 | 0.12 |
| ha_1 | 124 | 7.7 |
| xnor2_1 | 76 | 3.3 |
| buf_12 | 3 | 0.30 |
| a22o_1 | 15 | 0.65 |
| o32ai_1 | 5 | 0.22 |
| o21ai_1 | 5 | 0.12 |
| nor3_1 | 16 | 0.40 |
| a21oi_1 | 22 | 0.55 |
| a211oi_1 | 4 | 0.15 |
| o211ai_1 | 4 | 0.15 |
| dfrtp_1 | 32 | 4.0 |
| nor2_1 | 29 | 0.54 |
| nor2b_1 | 4 | 0.12 |
| a21o_1 | 6 | 0.22 |
| and2_1 | 343 | 11 |
| o21a_1 | 8 | 0.30 |
| edfxtp_1 | 32 | 4.8 |
| clkbuf_1 | 110 | 2.0 |
| or3_1 | 4 | 0.12 |
[cell families (layout without fill, tap and decap cells)]
logic type / after synthesis / in the layout / share of synthesized area, %
XOR/XNOR: 103 / 103 / 4.54
AND-OR/OR-AND: 144 / 144 / 5.26
AND/OR/NAND/NOR: 743 / 743 / 19.6
buffers and inverters: 515 / 528 / 9.83
flip-flops: 99 / 99 / 12.2
other: 0 / 1 / 0
multiplexers: 2 / 2 / 0.0993
latches: 4 / 4 / 0.298
adder cells (fa/ha/maj): 532 / 532 / 48.2
[critical path, stage by stage (launching register included)]
cell and delay (ns):
dfxtp_1 0.84, buf_4 0.40, nand2_1 0.12, fa_1 0.46
fa_1 0.40, fa_1 0.49, inv_1 0.05, fa_1 0.63
inv_1 0.08, fa_1 0.45, fa_1 0.51, fa_1 0.42
fa_1 0.39, xor2_1 0.24, xnor2_1 0.17, xnor2_1 0.11
xnor2_1 0.43, xnor2_1 0.23, xnor3_1 0.40, and4_1 0.20
o32ai_1 0.23
Power and IR drop assume default switching activity.
