## design/flow/run.sh

```bash
#!/bin/bash
# OpenROAD 26Q1-2900-gdf79404cd8, Yosys 0.63+post, stock flow scripts
make -C /OpenROAD-flow-scripts/flow DESIGN_CONFIG=/design/flow/config.mk WORK_HOME=/design/flow/orfs finish
```

## design/flow/config.mk

```make
export PLATFORM = sky130hd
export DESIGN_NAME = MEM_stage
export DESIGN_NICKNAME = MEM_stage
export VERILOG_FILES = /design/flow/design.v
export SDC_FILE = /design/flow/constraint.sdc
export NUM_CORES = 4
export LEC_CHECK = 1
export CORE_AREA = 10 10 237 237
export DIE_AREA = 0 0 247 247
```

## design/flow/constraint.sdc

```tcl
current_design MEM_stage

set clk_period 1.0
set clk_io_pct 0.2

create_clock -name clk0 -period $clk_period [get_ports {clk}]

set non_clock_inputs [all_inputs -no_clocks]
set_input_delay [expr $clk_period * $clk_io_pct] -clock clk0 $non_clock_inputs
set_output_delay [expr $clk_period * $clk_io_pct] -clock clk0 [all_outputs]
```

## design/flow/design.v

```verilog
module MEM_stage(
        input wire clk,
        input wire multu_enM,
        input wire jr_selM,
        input wire [1:0] super_selM,
        input wire dm2regM,
        input wire jumpM,
        input wire jal_selM,
        input wire we_regM,
        input wire [31:0] pc_plus_4M,
        input wire [31:0] alu_paM,
        input wire [63:0] alu_outM,
        input wire [31:0] rd_dmM,
        input wire [31:0] shiftyM,
        input wire [31:0] jtaM,
        input wire [4:0] rf_waM,
        input wire [31:0] HI_qM,
        input wire [31:0] LO_qM, 
        output reg multu_enW,
        output reg jr_selW,
        output reg [1:0] super_selW,
        output reg dm2regW,
        output reg jumpW,
        output reg jal_selW,
        output reg we_regW,
        output reg [31:0] pc_plus_4W,
        output reg [31:0] alu_paW,
        output reg [63:0] alu_outW,
        output reg [31:0] rd_dmW,
        output reg [31:0] shiftyW,
        output reg [31:0] jtaW,
        output reg [4:0] rf_waW,
        output reg [31:0] HI_qW,
        output reg [31:0] LO_qW
    );
    always@(posedge clk)
    begin
           multu_enW <= multu_enM;
           jr_selW <= jr_selM;
           super_selW <= super_selM;
           dm2regW <= dm2regM;
           jumpW <= jumpM;
           jal_selW <= jal_selM;
           we_regW <= we_regM;
           pc_plus_4W <= pc_plus_4M;
           alu_paW <= alu_paM;
           alu_outW <= alu_outM;
           rd_dmW <= rd_dmM;
           shiftyW <= shiftyM;
           jtaW <= jtaM;
           rf_waW <= rf_waM;
           HI_qW <= HI_qM;
           LO_qW <= LO_qM;           
    end
endmodule
```

==> CHANGELOG.md <==
### Physical design

- Crit path kind: flip-flop to output port
- Yosys cell count: 301
- Mean Syn Cell Area: 20.0 um2
- Synth Register Bits: 301
- FP Util: 11.8%
- Comb area: 0 um2
- Die height: 247 um
- Yosys warning tally: 1
- Drt pass-1 iters: 4
- Post-layout util: 24.4%
- 1st-iter DRT viols: 84
- Worst relative slew slack: 87.2%
- Total Routing Usage GR: 7.44%
- Gpl congestion: 0.933
- Wirelength, routed: 25100 um
- Placement Setup Slack: -122 ps
- Tightest Hold Check Type: input port to flip-flop
- Tcrit/Tclk final: 119%
- Req. time, crit path: 800 ps
- Hold buffer count at CTS: 0
- Worst-Margin Slew: 191 ps
- Crit path time final: 1190 ps
- Clk slew on worst S/H paths: 60 ps
- Chip area: 61000 um2
- Initial antenna violation count: 0
- Cell family with most CP delay: flip-flops
- Max Buffers Root-to-Sink: 3
- DP Area: 12900 um2
- Tool warning count: 27
- Startpoint types: flip-flop
- Crit-path max FO: 1
- DRC violations left: 0
- CTS Buf Count: 30
- Maximum VDD drop: 1530 uV
- Cell Type Count: 1
- Status: complete, but fails checks
- Cell Rows: 83
- TritonCTS clock tree: done
- Cells after Synth: 301
- Remaining antenna violation count: 0
- Leakage: 5.41 nW
- Clock root cell: clkbuf_16
- Dominant logic cell types in the final layout: clkdlybuf4s50_1, buf_2, dfxtp_1
- Post-DP HPWL: 20700 um
- Die x size: 247 um
- Worst path buffer plus inverter count: 1
- I/O pin count: 603
- Port bufs: 602
- Gr ovfl total: 0
- Comb gates: 0
- Most numerous logic cell after layout: clkdlybuf4s50_1
- Pin count of the biggest net entering global routing: 15
- YS chip area: 6030 um2
- Fin. Hold Viols: 0
- Final setup viols: 301
- Area Growth Syn to Fin: 107%
- Layout cell share with drive strength beyond 1: 41.5%
- Pwr per Cell Area: 2040 nW/um2
- Vias in the first global route: 4934
- Ant diodes: 0
- H-tree levels: 1
- Seq/Total Area, Yosys: 100%
- CP endpoint kind: output port
- CP max stage cell: dfxtp_2
- Vias per inst: 2.80
- CP Cell Sequence: buf_6
- Largest stage delay, worst path: 320 ps
- RSZ-0062 raised after global routing: yes
- Max Clk Rate: 839 MHz
- Final instance area: 12500 um2
- Final number of max-transition violations: 0
- Vias: 4591
- # clock sinks: 301
- Failing checks: negative setup slack
- CP Data Arrival Time: 990 ps
- Max-cap violations: 0
- Post-layout worst setup margin: -191 ps
- Core area: 51200 um2
- First-pass GRT wire length: 33800 um
- Drt wl/cell: 15.3 um
- Setup fix buffers added after clock tree synthesis: 0
- Post-Syn Area: 6030 um2
## logic make-up (layout without fill, tap and decap cells)
group                  count (synthesis)  count (layout)  synth area share, %
DFF                                  301             301                  100
buffers and inverters                  0             658                    0
## timing repair
item                       in CTS  in global routing
setup endpoints to repair     301                301
gates cloned                    0                  0
gates resized                1015                 29
## report_power, final
part | internal (W) | total [W] | switching, W
Sequential | 0.0127 | 0.0128 | 0.000137
Combinational | 0.00142 | 0.00178 | 0.000352
Clock | 0.00655 | 0.0109 | 0.00439
## sequential cells by signal (all words and copies together), names as in the netlist, 5 cells and up
signal      flops
rd_dmW         32
shiftyW        32
alu_paW        32
LO_qW          32
jtaW           32
rf_waW          5
pc_plus_4W     32
HI_qW          32
alu_outW       64
## metrics by stage
stage | power, W | instances | hold WS [ps] | TNS [ps]
detailed placement | 0.0155 | 1583 | 652 | -193
global route | 0.0267 | 1639 | 29.9 | -64200
CTS | 0.0260 | 1639 | 28.5 | -61840
global placement | 0.0155 | 1583 | 648 | -197
floorplan | 0.0129 | 301 | 228 | 0
finish | 0.0255 | 1639 | 73.6 | -46770
## path summary, 6_finish.rpt
| kind | startpoint | end | slack (ps) | cells after the start |
|---|---|---|---|---|
| max | LO_qW[3] | LO_qW[3] | -190 | 1 |
| min | alu_outM[33] | alu_outW[33] | 70 | 1 |
## layer usage
metal | track usage (%) | wire [um]
met2 | 12.9 | 13100
met1 | 7.71 | 8150
met3 | 4.08 | 3290
met4 | 1.70 | 596
met5 | 0 | 0
## synth_stat cells
cell type / count / area, um2
dfxtp_1: 301 / 6030
## final cells by class
type	count	area [um2]
well taps	680	851
fillers	5404	38700
flip-flops and latches	301	6090
clock inverters	4	23.8
repair buffers	602	4560
clock buffers	52	975
Power figures rest on the tool's default switching activity, not on a simulated workload.
